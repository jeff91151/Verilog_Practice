[./design.v]
module top_module(
    input clk,
    input areset,     
    input bump_left,
    input bump_right,
    input ground,
    input dig,
    output walk_left,
    output walk_right,
    output aaah,
    output digging ); 
    parameter LEFT = 0, RIGHT=1, FALL_L = 2, FALL_R = 3, DIG_L = 4, DIG_R = 5;
    reg [2:0] state, next_state;
    always @(*) begin
        case (state)
            LEFT: begin
                if (!ground) begin
                   next_state =  FALL_L;
                end else begin
                    if (dig) begin
                        next_state = DIG_L;
                    end else if (bump_left) begin
                        next_state = RIGHT;
                    end else begin
                        next_state = LEFT; 
                    end
                end
            end
            RIGHT: begin
                if (!ground) begin
                   next_state =  FALL_R;
                end else begin
                    if (dig) begin
                        next_state = DIG_R;
                    end else if (bump_right) begin
                        next_state = LEFT;
                    end else begin
                        next_state = RIGHT; 
                    end
                end
            end
            FALL_R: begin
                if (!ground) begin
                    next_state =  FALL_R;
                end else begin
                    next_state = RIGHT;
                end
            end
            FALL_L: begin
                if (!ground) begin
                    next_state =  FALL_L;
                end else begin
                    next_state = LEFT;
                end
            end
            DIG_L: begin
                if (ground) begin
                    next_state =  DIG_L;
                end else begin
                    next_state = FALL_L;
                end
            end
            DIG_R: begin
                if (ground) begin
                    next_state =  DIG_R;
                end else begin
                    next_state = FALL_R;
                end
            end
        endcase
    end
    always @(posedge clk or posedge areset) begin
        if (areset) begin
            state <= LEFT;
        end else begin
            state <= next_state; 
        end
    end
    assign walk_left = (state == LEFT);
    assign walk_right = (state == RIGHT);
    assign aaah = (state == FALL_L)||(state == FALL_R);
    assign digging = (state == DIG_L)||(state == DIG_R);
endmodule
[./run.sh]
#!/bin/bash
# OpenROAD 26Q1-2900-gdf79404cd8, Yosys 0.63+post, stock flow scripts
make -C /OpenROAD-flow-scripts/flow DESIGN_CONFIG=/design/flow/config.mk WORK_HOME=/design/flow/orfs finish
[./config.mk]
export PLATFORM = sky130hd
export DESIGN_NAME = top_module
export DESIGN_NICKNAME = top_module
export VERILOG_FILES = /design/flow/design.v
export SDC_FILE = /design/flow/constraint.sdc
export NUM_CORES = 4
export LEC_CHECK = 1
export CORE_AREA = 10 10 70 70
export DIE_AREA = 0 0 80 80
[./constraint.sdc]
current_design top_module

set clk_period 1.0
set clk_io_pct 0.2

create_clock -name clk0 -period $clk_period [get_ports {clk}]

set non_clock_inputs [all_inputs -no_clocks]
set_input_delay [expr $clk_period * $clk_io_pct] -clock clk0 $non_clock_inputs
set_output_delay [expr $clk_period * $clk_io_pct] -clock clk0 [all_outputs]
==> out/notes.md <==
* 128% — post-route fraction of the period consumed by the critical path
* 0.000167 V — worst supply voltage drop on vdd
* 3420 µm² — placeable core area
* 3 — worst-path fanout max
* 1280 ps — Final Critical Period
* 1290 µm — wire length of the first global-routing pass
* 1 — initial drt markers
* 858 µm — wirelength, routed
* 591 µm — post-detail-place hpwl
* 780 MHz — Max Fclk
* sky130_fd_sc_hd__dfrtp_1 — Slowest cell on crit path
* 0 — ANT nets after route
* 7.77% — starting density of the core
* 1 — YS warnings
* 2 — critical path buffer and inverter count
* 0 — antenna violations before repair
* 1 — CTS H-Tree Depth
* 400 ps — delay of the slowest critical-path stage
* 2.41% — GRT Resource Usage Total
* 289 — vias
* 40 ps — CTS clk-pin slew, worst paths
* 6 — synthesized flop and latch total
* 57.1% — share of cells above drive strength 1
* finished, violations left — outcome
* 26 — gate count of the mapped netlist
* 0 — Slew Limit Fails
* 601 nW/µm² — power density over the cells
* 198 ps — Worst Tran Pin Value
* -282 ps — setup slack after layout
* 4 — Final Setup Violations
* 6 — maximum number of pins on one net before global-route repair
* flip-flops — category of cells accounting for the largest share of critical-path delay
* 6400 µm² — floorplan die area
* flip-flop to primary output — critical setup path kind
* 132% — Area growth syn-to-layout
* 0 — number of max-cap violations
* 181 µm² — Comb area
* buf_6 -> nor3b_4 -> buf_2 — crit path cell chain
* 10 — count of pins on the block boundary
* 9 — number of input and output port buffers inserted
* setup timing — violations in the final reports
* 80 µm — die height
* 0 — number of design rule violations left after detail routing
* 800 ps — worst endpoint required time
* sky130_fd_sc_hd__clkbuf_4 — CTS root buffer
* 26 — cell count in the Yosys report
* 0.726 — routability-driven placement congestion ratio
* 265 µm² — post-synthesis instance area
* primary output — Critical Path Sink Type
* 8.41 µm — wire per inst
* 2 — Clock Tree Buf Depth
* 0 — diode count
* 0 — Final Hold Vio Count
* 3 — number of register pins that no clock reaches
* 10.2 µm² — Avg Synthesized Cell Area
* flip-flop — kind of start point of the critical path
* 3 — CTS Buf Count
* 1080 ps — data arrival time at the worst-slack endpoint
* 3 — cell depth of the worst setup path
* 2 — length of the first detailed-routing pass in iterations
* input port to async pin — Min-Delay Path Class
* true — unrepaired setup endpoints after global routing
* 21 — Placement Rows
* 0.000283 µW — total leakage power
* 378 — fillers
* 17 — distinct cell type count after synthesis
* 265 µm² — area reported by Yosys stat
* -980 ps — final setup TNS
* 2.83 — vias per cell
* 86.7% — Rel. slew slack
* 120 µm² — area taken by flip-flops and latches
* yes — CTS tree
* 0 — total of hold buffers inserted after clock tree synthesis
* 296 — via count of the first global-routing pass
* 6 — count of endpoints without a timing constraint
* 0 — Remaining Overflow, GRT
* 29 — number of warnings in the stage logs
* 80 µm — chip width
* 18.0% — final standard cell utilization of the core
==> through the flow <==
| stage | area, µm² | instances | hold slack [ps] | power (µW) | setup slack [ps] |
|---|---|---|---|---|---|
| 2_1_floorplan | 265 | 26 | -46.4 | 135 | 136 |
| 3_3_place_gp | 473 | 89 | 385 | 160 | -362 |
| 3_5_place_dp | 473 | 89 | 381 | 160 | -384 |
| 4_1_cts | 594 | 101 | 140 | 381 | -297 |
| 5_1_grt | 614 | 102 | 163 | 398 | -355 |
| 6_report | 614 | 102 | 148 | 369 | -282 |
==> metal layers <==
metal  global-route usage [%]  up-vias  wire, µm
li1                         -      149         -
met3                     1.02        2        96
met2                     3.85       10       415
met5                        0        -         0
met1                     2.73      128       328
met4                     1.06        0        18
==> worst max-delay path by stage <==
| stage | endpoint | from | slack, ps |
|---|---|---|---|
| final | walk_right | state[2]$_DFF_PP0_ | -280 |
| after CTS | walk_right | state[2]$_DFF_PP0_ | -300 |
| after global routing | walk_right | state[1]$_DFF_PP0_ | -350 |
==> synth_stat cells (all sizes together) <==
library cell	number	area share (%)
dfrtp	3	28
dlxtn	3	17
ha	3	14
inv	3	4.2
o21ai	2	3.8
a21boi	1	2.8
a21oi	1	1.9
a31oi	1	2.4
and2b	1	3.3
and3	1	2.8
nand3b	1	2.8
nor2b	1	2.4
nor3	1	1.9
nor3b	1	2.8
o21ba	1	3.8
or3	1	2.4
xor2	1	3.3
==> sequential cells by signal, indices dropped and copies added, names as in the netlist <==
| register | count |
|---|---|
| next_state | 3 |
| state | 3 |
==> power by group <==
group	internal (µW)	switching [µW]
combinational	26.1	11.1
sequential	124	0.378
clock	149	58.4
total	299	69.8
==> timing repair <==
action	CTS	global route
setup endpoints to repair	4	4
pin swaps	2	1
setup buffers	8	1
gates resized	24	2
==> cell type report <==
| class | count | share of cell area, % |
|---|---|---|
| Multi-Input combinational cell | 17 | 29.5 |
| Tap cell | 46 | 9.37 |
| Inverter | 3 | 2.24 |
| Timing Repair Buffer | 26 | 35.0 |
| Clock buffer | 4 | 4.28 |
| Sequential cell | 6 | 19.6 |
==> placed cells by master (no fill, tap or decap) <==
master                            Yosys  routed
sky130_fd_sc_hd__o21ai_0              2       2
sky130_fd_sc_hd__and2b_2              1       1
sky130_fd_sc_hd__clkbuf_4             0       3
sky130_fd_sc_hd__xor2_1               1       1
sky130_fd_sc_hd__ha_1                 3       1
sky130_fd_sc_hd__a31oi_1              1       1
sky130_fd_sc_hd__nor2b_1              1       1
sky130_fd_sc_hd__and3_2               1       1
sky130_fd_sc_hd__o21ba_2              1       1
sky130_fd_sc_hd__a21boi_1             1       1
sky130_fd_sc_hd__nand3b_1             1       1
sky130_fd_sc_hd__buf_4                0      14
sky130_fd_sc_hd__dfrtp_1              3       3
sky130_fd_sc_hd__inv_4                0       1
sky130_fd_sc_hd__dlxtn_1              3       3
sky130_fd_sc_hd__inv_1                3       2
sky130_fd_sc_hd__a21oi_1              1       1
sky130_fd_sc_hd__nor3b_4              0       1
sky130_fd_sc_hd__clkbuf_1             0       1
sky130_fd_sc_hd__buf_2                0       3
sky130_fd_sc_hd__nor3_4               0       1
sky130_fd_sc_hd__ha_4                 0       2
sky130_fd_sc_hd__buf_6                0       4
sky130_fd_sc_hd__or3_1                1       1
sky130_fd_sc_hd__clkdlybuf4s50_1      0       5
==> logic make-up after synthesis <==
kind of cell | Yosys count | synth area share [%]
latches | 3 | 17.0
adders and majority gates | 3 | 14.2
and+or+nand+nor | 7 | 18.4
DFF | 3 | 28.3
AOI/OAI and AO/OA | 6 | 14.6
buffers and inverters | 3 | 4.24
xor gates and xnor gates | 1 | 3.30
Power is estimated from default activity; no workload was simulated.
